**/design/flow/run.sh**
```bash
#!/bin/bash
# OpenROAD 26Q1-2900-gdf79404cd8, Yosys 0.63+post, stock flow scripts
make -C /OpenROAD-flow-scripts/flow DESIGN_CONFIG=/design/flow/config.mk WORK_HOME=/design/flow/orfs finish
```
**/design/flow/design.v**
```verilog
`timescale 1ns / 1ps
module Board232 (
	input mclk,
	input [3:0] btn,
	input [7:0] sw,
	output [7:0] led,
	output reg [6:0] seg,
	output reg [3:0] an,
	output dp,
	output [2:1] OutBlue,
	output [2:0] OutGreen,
	output [2:0] OutRed,
	output HS,
	output VS
    );
    assign dp = 1'b1;
	 assign led[6:0]=0;
    initial begin
		seg[6:0] = 7'b0111111;
        an[3:0]  = 4'b1111;
	end
    reg [26:0] mclk_counter;
	initial mclk_counter<= 0;
	always @(posedge mclk) mclk_counter = mclk_counter+1;
   reg clk;
   initial clk = 1'b0;
  always@(sw[2] or mclk_counter[25] or btn[0]) 
    begin
        if(sw[2]) 
            clk = mclk_counter[25];
        else 
            clk = btn[0];
    end
    wire [7:0] numOfFanInH;
	 wire [7:0] numOfFanInA;
    reg [7:0] tmp_digit;
	lab3_2 HH (
		    sw[7:3], 
			 clk,
			 sw[0], 
			 sw[1], 
			 numOfFanInH,
			 numOfFanInA,
			 led[7] 
	);
   always @(mclk_counter[18:17])
	begin
		case (mclk_counter[18:17])
			2'b00:
				begin
					an = 4'b1110;
					tmp_digit = numOfFanInH;
				end
			2'b01:
				begin
					an = 4'b1101;
					tmp_digit = 50;
				end
			2'b10:
				begin
					an = 4'b1011;
					tmp_digit = 50;
				end
			default:
				begin
					an = 4'b0111;
					tmp_digit = numOfFanInA;
				end
		endcase
		case (tmp_digit)
			4'd0: seg <= ~7'h3F;
			4'd1: seg <= ~7'h06;
			4'd2: seg <= ~7'h5B;
			4'd3: seg <= ~7'h4F;
			4'd4: seg <= ~7'h66;
			4'd5: seg <= ~7'h6D;
			4'd6: seg <= ~7'h7D;
			4'd7: seg <= ~7'h07;
			4'd8: seg <= ~7'h7F;
			4'd9: seg <= ~7'h6F;
			4'd10: seg <= ~7'h77;
			4'd11: seg <= ~7'h7C;
			4'd12: seg <= ~7'h39;
			4'd13: seg <= ~7'h5E;
			4'd14: seg <= ~7'h79;
			4'd15: seg <= ~7'h71;
			default: seg <= ~7'b0000000;
		endcase
	end
	assign OutBlue = 0;
	assign OutGreen = 0;
	assign OutRed = 0;
	assign HS = 0;
	assign VS = 0;
endmodule
`timescale 1ns / 1ps 
module lab3_2(
			input[4:0] ticketID,
			input CLK, 
			input gate,
			input mode,
			output reg [7:0] numOfFanInH,
			output reg [7:0] numOfFanInA,
			output reg gateWar
    );
	initial begin
		numOfFanInH=0;
		numOfFanInA=0;
		gateWar=0;
	end
	always @(posedge CLK) 
	begin
	if(((ticketID[0]+ticketID[1]+ticketID[2]+ticketID[3]+ticketID[4])<3) && (gate == 0) && (mode == 1))
	begin gateWar = 1; end 
	else if(((ticketID[0]+ticketID[1]+ticketID[2]+ticketID[3]+ticketID[4])>2) && (gate == 1) && (mode == 1))
	begin gateWar = 1; end
	else if(((ticketID[0]+ticketID[1]+ticketID[2]+ticketID[3]+ticketID[4])<3) && (gate == 1))
	begin
		if(mode == 1 && numOfFanInA < 4'hF)
		begin numOfFanInA = numOfFanInA + 1; end
		else if(mode == 0 && numOfFanInA > 1'h0)
		begin numOfFanInA = numOfFanInA - 1; end
		gateWar = 0; 
	end
	else if(((ticketID[0]+ticketID[1]+ticketID[2]+ticketID[3]+ticketID[4])>2) && (gate == 0))
	begin
		if(mode ==1 && numOfFanInH < 4'hF)
		begin numOfFanInH = numOfFanInH + 1; end
		else if(mode == 0 && numOfFanInH > 1'h0)
		begin numOfFanInH = numOfFanInH - 1; end
		gateWar = 0;
	end
	else
		begin
		if(gate == 1) begin
			if(mode ==1 && numOfFanInA < 4'hF)
			begin numOfFanInA = numOfFanInA + 1; end
			else if(mode == 0 && numOfFanInA > 1'h0)
			begin numOfFanInA = numOfFanInA - 1; end 
			gateWar = 0;
			end	
		else if(gate == 0)begin
			if(mode ==1 && numOfFanInH < 4'hF)
			begin numOfFanInH = numOfFanInH + 1; end
			else if(mode == 0 && numOfFanInH > 1'h0)
			begin numOfFanInH = numOfFanInH - 1; end
			gateWar = 0;
		end
	end
	end
endmodule
```
**/design/flow/constraint.sdc**
```tcl
current_design Board232

set clk_period 5.6
set clk_io_pct 0.2

create_clock -name clk0 -period $clk_period [get_ports {mclk}]

set non_clock_inputs [all_inputs -no_clocks]
set_input_delay [expr $clk_period * $clk_io_pct] -clock clk0 $non_clock_inputs
set_output_delay [expr $clk_period * $clk_io_pct] -clock clk0 [all_outputs]
```
**/design/flow/config.mk**
```make
export PLATFORM = sky130hd
export DESIGN_NAME = Board232
export DESIGN_NICKNAME = Board232
export VERILOG_FILES = /design/flow/design.v
export SDC_FILE = /design/flow/constraint.sdc
export NUM_CORES = 4
export LEC_CHECK = 1
export CORE_UTILIZATION = 40
```
==> changes_impl.md <==
### Changed

* Status: completed
* Post-Synthesis Cells at 303
* Post-route DRC at 0
* Worst-path clk slew at 0.08 ns
* Row Count at 30
* H-tree depth at 1
* Final hold violation count at 0
* CP Data Arrival Time at 3.37 ns
* Clock network fraction of total power at 28.0%
* Largest net degree at the start of global routing at 20
* Diodes inserted at 0
* Sequential share of power at 57.0%
* IO Pins at 43
* Register pins left without a clock at 17
* CTS-repair resized insts at 0
* CORE AREA at 0.00691 mm^2
* Yosys adder share at 13.9%
* Placer congestion estimate at 0.801
* GRT Total Usage at 13.5%
* Global-route wire length before repair at 8250 um
* Pwr/cell area at 112 mW/mm^2
* Sw frac at 23.4%
* Final setup viols at 0
* Post-Syn Area at 0.00292 mm^2
* Initial antenna violation count at 0
* Number of cells in Yosys stat at 303
* Min Hold Slack at 0.419 ns
* CP cell instances: inv_1 > ha_1 > a21oi_1 > o21ai_0 > inv_1 > ha_1 > mux4_2 > nand2b_1 > clkdlybuf4s50_1
* Slew headroom at 51.2%
* Maximum Capacitance Violations at 0
* Via density at 4.86
* Hold_buf cts at 0
* Ys flop type: dfxtp_1
* YS chip area at 0.00292 mm^2
* Postcts setup bufs at 0
* Detailed Route WL at 4750 um
* DRT Pass-1 Iters at 4
* Clock Tree Root: clkbuf_8
* Die area at 0.00764 mm^2
* Combinational share of power at 15.0%
* Crit path kind: register to output pin
* Filler instances at 668
* Die width at 87.4 um
* Tool warnings at 37
* Post-DP Area at 0.00315 mm^2
* CTS max path bufs at 2
* Worst hold path type: register to register
* Clk latency of the worst-skew pair at 0.26 ns
* Setup Skew at 0.00697 ns
* Leak at 0.00122 uW
* Synth-to-Final Area Change at 9.26%
* CP Capture Type: output pin
* Total number of vias at 2025
* Post-synthesis xor/xnor area fraction at 10.5%
* CP max FO at 8
* Slowest cell on crit path: o21ai_0
* Tmin final at 4.49 ns
* Core Util at FP at 42.3%
* Comb area leader: simple AND/OR/NAND/NOR gates
* Registers, synthesis at 43
* Worst Setup Start Kind: register
* Die Ht at 87.4 um
* DR iter-0 viols at 64
* CP required at 4.48 ns
* TritonCTS Buffers at 3
* Flop2flop setup slack at 4.00 ns
* Synth mux share at 2.19%
* Endpoints left unconstrained at 34
* Total gr overflow at 0
* Fin area at 0.00319 mm^2
* Yosys aoi share at 12.0%
* Slew Viols, Final at 0
* Int Power at 273 uW
* Total net switching power at 83.4 uW
* Seq/Total Area, Yosys at 35.0%
* Count of library flops with an enable pin at 16
* Syn Area/Cell at 9.63 um^2
* Max Fclk at 0.223 GHz
* Layout cells sized above 1 at 4.36%
* Slew @ Worst Pin at 0.731 ns
* Final period util at 80.1%
* Routed Antenna Nets at 0
* Post-synth cell types at 53
* Setup_tns at 0 ns
* IO Port Bufs at 21
* Core Util, Final at 46.2%
* DPL Wire Length at 3710 um
* Synth Warn # at 2
* Simple-gate share of the synthesized area at 17.0%
* Crit-path max cell delay at 0.58 ns
* RSZ-0062 raised after global routing: false
* Asr flop ratio synth at 0%
* Pwr Total at 357 uW
* Routed len/inst at 11.4 um
* Peak supply drop at 0.166 mV
* Vias in the first global route at 1891
* CTS tree: yes
[synthesized netlist by cell type, types with 3 or more instances]
| cell type | n | area [um^2] |
|---|---|---|
| nor4_1 | 3 | 18.8 |
| nor3_1 | 7 | 35.0 |
| edfxtp_1 | 16 | 480 |
| fa_1 | 4 | 80.1 |
| nand4_1 | 9 | 56.3 |
| o221ai_1 | 3 | 26.3 |
| nor2_1 | 13 | 48.8 |
| mux2i_1 | 3 | 30.0 |
| o21bai_1 | 3 | 22.5 |
| and3_1 | 6 | 37.5 |
| o21ai_0 | 8 | 40.0 |
| ha_1 | 26 | 325 |
| o211ai_1 | 4 | 30.0 |
| a31oi_1 | 3 | 18.8 |
| nand2_1 | 20 | 75.1 |
| xnor2_1 | 22 | 193 |
| nand3_1 | 15 | 75.1 |
| xor2_1 | 13 | 114 |
| inv_1 | 29 | 109 |
| a21oi_1 | 11 | 55.1 |
| buf_4 | 19 | 143 |
| dfxtp_1 | 27 | 541 |
[power by group through the flow]
stage | Sequential [uW] | Clock, uW | Combinational (uW)
final | 203 | 99.9 | 53.5
after CTS | 204 | 105 | 54.7
after global routing | 204 | 112 | 61.7
[state kept, by name, summed over array words and instances, names as in the netlist]
register,flops
HH.gateWar,1
HH.numOfFanInA,8
HH.numOfFanInH,8
mclk_counter,26
[worst paths after layout]
path | start | end | cells after the start
worst min-delay path | mclk_counter[0] | mclk_counter[0] | 1
worst max register to register | mclk_counter[0] | mclk_counter[22] | 5
worst min register to register | mclk_counter[0] | mclk_counter[0] | 1
worst max-delay path | mclk_counter[18] | seg[3] | 9
[metrics by stage]
step / setup WS (ns) / cells
floorplan: 2.17 / 319
global placement: 1.41 / 414
detailed placement: 1.39 / 414
CTS: 1.09 / 417
global route: 0.813 / 417
finish: 1.11 / 417
[placed cells by master (no fill, tap or decap), drive strengths merged, types with 2 or more instances in the layout]
master | synthesis | layout
a21o | 2 | 2
a21oi | 11 | 11
a31oi | 3 | 3
and3 | 7 | 7
and4 | 2 | 2
clkbuf | 2 | 3
clkdlybuf4s50 | 0 | 21
conb | 2 | 18
dfxtp | 27 | 27
edfxtp | 16 | 16
fa | 4 | 4
ha | 26 | 26
inv | 29 | 29
mux2i | 3 | 3
nand2 | 20 | 20
nand2b | 2 | 2
nand3 | 15 | 15
nand3b | 2 | 2
nand4 | 10 | 10
nor2 | 13 | 13
nor3 | 7 | 7
nor4 | 6 | 6
o211ai | 4 | 4
o21a | 2 | 2
o21ai | 8 | 8
o21bai | 3 | 3
o221ai | 3 | 3
o31ai | 2 | 2
o41ai | 2 | 2
xnor2 | 22 | 22
xor2 | 13 | 13
[area by class of cell]
class | count | area [um^2] | share of cell area (%)
inverter | 29 | 109 | 3.41
sequential | 43 | 1020 | 32.0
clock buffer | 3 | 41.3 | 1.29
tap | 96 | 120 | 3.77
timing repair buffer | 21 | 210 | 6.59
multi-input combinational | 225 | 1690 | 52.9
[worst max-delay path, delay by kind of cell, from the launching register on]
kind | cells | cell delay [ns]
buf+inv | 3 | 0.70
fa+ha+maj | 2 | 0.66
compound gates | 2 | 0.64
flops | 1 | 0.49
mux | 1 | 0.47
simple gates | 1 | 0.15
[cell families (layout without fill, tap and decap cells)]
kind of cell | count (synthesis) | count (layout)
adders and majority gates | 30 | 30
DFF | 43 | 43
other | 2 | 18
and+or+nand+nor | 89 | 89
buffers and inverters | 51 | 53
xor gates and xnor gates | 35 | 35
AOI/OAI and AO/OA | 48 | 48
muxes | 5 | 5
[routing by layer]
metal	global-route usage, %	up-vias	part of all wire, %
met5	0	-	0
met4	1.04	0	0.36
met3	0.673	2	2.4
met2	22.1	26	45
met1	21.6	921	53
li1	-	1076	-
Power and IR drop assume default switching activity.
