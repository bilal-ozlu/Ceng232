==> /design/flow/design.v <==
`timescale 1ns / 1ps
module VBEncoder(input CLK,
			input [7:0] INT4,input [7:0] INT3, input [7:0] INT2, input [7:0] INT1,
            input START,
            output reg READY, 
			output reg [7:0] STREAM);
reg [31:0] G;
integer x=0, y=0, z3=0, z4=0, z5=0;
always @(posedge CLK) begin
		if(x==0 && y==0 && START==0) begin
		STREAM[7:0] = 8'b00000000;
		READY = 1;		
		end
		else if(x==0 && START==1) begin
		G[31:24]=INT4[7:0];
		G[23:16]=INT3[7:0];
		G[15:8]=INT2[7:0];
		G[7:0]=INT1[7:0];
		READY = 0;
		y=1;
		end
		else if(G>=128*128*128*128 && READY==0) begin
			STREAM[3:0] = INT4[7:4];
			STREAM[7:4] = 4'b0000;
			G = G - STREAM[3:0]*128*128*128*128;
			x=1;
			z5=1;
		end
		else if(G<128*128*128*128 && G>=128*128*128 && READY==0 || z5==1 && INT3[7:5]==3'b000 && INT4[3:0]==4'b0000 && READY==0) begin
			STREAM[2:0] = INT3[7:5];
			STREAM[6:3] = INT4[3:0];
			STREAM[7] = 0;
			G = G - STREAM[6:0]*128*128*128;
			x=1;
			z5=0;
			z4=1;	
		end
		else if(G<128*128*128 && G>=128*128 && READY==0 || z4==1 && INT2[7:6]==2'b00 && INT3[4:0]==5'b00000 && READY==0) begin
			STREAM[1:0] = INT2[7:6];
			STREAM[6:2] = INT3[4:0];
			STREAM[7] = 0;
			G = G - STREAM[6:0]*128*128;
			x=1;
			z4=0;
			z3=1;
		end
		else if(G<128*128 && G>=128 && READY==0 || z3==1 && INT1[7]==0 && INT2[5:0]==6'b000000 && READY==0) begin
			STREAM[0] = INT1[7];
			STREAM[6:1] = INT2[5:0];
			STREAM[7] = 0;
			G = G - STREAM[6:0]*128;
			x=1;
			z3=0;	
		end
		else if(G<128 && READY==0) begin
			STREAM[6:0] = INT1[6:0];
			STREAM[7] = 1;
			x=0;
			y=0;
		end		 
	end			
endmodule
==> /design/flow/run.sh <==
#!/bin/bash
# OpenROAD 26Q1-2900-gdf79404cd8, Yosys 0.63+post, stock flow scripts
make -C /OpenROAD-flow-scripts/flow DESIGN_CONFIG=/design/flow/config.mk WORK_HOME=/design/flow/orfs finish
==> /design/flow/config.mk <==
export PLATFORM = sky130hd
export DESIGN_NAME = VBEncoder
export DESIGN_NICKNAME = VBEncoder
export VERILOG_FILES = /design/flow/design.v
export SDC_FILE = /design/flow/constraint.sdc
export NUM_CORES = 4
export LEC_CHECK = 1
export CORE_UTILIZATION = 30
==> /design/flow/constraint.sdc <==
current_design VBEncoder

set clk_period 6.0
set clk_io_pct 0.2

create_clock -name clk0 -period $clk_period [get_ports {CLK}]

set non_clock_inputs [all_inputs -no_clocks]
set_input_delay [expr $clk_period * $clk_io_pct] -clock clk0 $non_clock_inputs
set_output_delay [expr $clk_period * $clk_io_pct] -clock clk0 [all_outputs]
==> metrics.csv <==
metric;value;unit
IO Port Bufs;42;
Clock Sinks;39;
Die Y;113;um
ANT cells;0;
synthesized flop and latch total;39;
FP Util;30.7;%
core area;12000;um^2
Power Dens Cells;501;nW/um^2
Synth cell types;62;
number of setup violations in the final report;0;
maxcap violations;0;
share of layout cells above drive strength 1;6.85;%
Worst-Margin Slew;0.786;ns
Top logic family;AND-OR/OR-AND gates;
EDFF count, synth;30;
tool warnings;25;
routability cong.;0.948;
Post-route DRC;0;
Peak Freq;244;MHz
worst reg2reg startpoint;G[29]$_DFFE_PP_;
final hold vios;0;
CTS tree;done;
period utilisation layout;68.2;%
maximum VDD drop;0.153;mV
initial detailed-routing violation count;285;
overall power;2210;uW
I/O pins;43;
root buffer cell;clkbuf_16;
ao+oa area frac;25.4;%
status;completed;
Synth Flop Type;edfxtp_1;
final setup TNS;0;ns
reg2reg end;G[27]$_DFFE_PP_;
DP HPWL;8.45;mm
CTS Buffer Depth;2;
wirelength, routed;10.7;mm
Final ANT Viol Nets;0;
most frequent cells in the layout;o21ai_0, clkdlybuf4s50_1, inv_1, nor2_1, nand2_1;
Crit. End Element;flip-flop;
Synth Warn #;1;
Top cell excl fill/tap;o21ai_0;
clock skew;0.00386;ns
Syn-to-layout area delta;19.6;%
hold path endpoint;STREAM[7]$_SDFFE_PP0P_;
top area contributor share;24.4;%
yosys stat chip area;3690;um^2
top cells, area;edfxtp_1, ha_1, o21ai_0;
drt first pass iters;5;
first-pass GRT wire length;17.4;mm
clock transition at the registers of the reported paths;0.06;ns
cell area after synthesis;3690;um^2
largest area contributor in the netlist;edfxtp_1;
FF-to-FF setup slack;2.01;ns
CP max FO;4;
post-cts repair resize count;0;
HP Class;flip-flop to flip-flop;
cts bufs inserted;5;
Setup Fix Bufs, Post-CTS;0;
largest net degree at the start of global routing;28;
Reg2Reg Depth;7;
Tot GR Track Use;17.8;%
Adders+Majority by Area;10.3;%
crit path DRT;6.00;ns
Placement Rows;40;
number of antenna violations at the first check in global routing;0;
Die X;113;um
Post-synth ARST share;0;%
Post-Synth XOR/XNOR Area;5.23;%
Crit Path Class;input port to flip-flop;
via count of the first global-routing pass;3318;
CTS Hold Buffers Added;0;
Slew Viols, Final;0;
Die ar.;12700;um^2
GR Overflow Total;0;
Simple Share, Synth;21.3;%
worst skew pair latency;0.28;ns
Mapped Cells;442;
Max-slew headroom;47.6;%
mean post-synth cell area;8.34;um^2
Pleak;0.00165;uW
Crit path arrival time;4.09;ns
average wire per standard cell;17.0;um
RSZ-0062 raised after global routing;no;
HP Start;STREAM[7]$_SDFFE_PP0P_;
yosys cell count;442;
Synth Seq Share;29.3;%
MUX share of area;2.89;%
vias post-DR;3535;
vias per inst;5.62;
htree depth;2;
fin crit period;4.09;ns
Hold Crit Depth;2;
CP Launch Type;input port;
## synth_stat cells, types with 9 or more instances
master / number
clkbuf_1: 11
dfxtp_1: 9
nor2_1: 35
xnor2_1: 14
nor3_1: 22
nand3_1: 9
o21ai_0: 45
a21oi_1: 29
inv_1: 37
edfxtp_1: 30
nand2_1: 34
ha_1: 24
o22ai_1: 9
## cell type report
type                            instances  area [um^2]
Inverter                               38          143
Fill cell                            1213         7600
Clock inverter                          3         23.8
Tap cell                              147          184
Clock buffer                            5          125
Multi-Input combinational cell        351         2400
Sequential cell                        39         1080
Timing Repair Buffer                   46          450
## cells by family (layout without fill, tap and decap cells)
| logic type | after synthesis | after routing |
|---|---|---|
| AND/OR/NAND/NOR | 147 | 147 |
| XOR/XNOR | 22 | 22 |
| AND-OR/OR-AND | 144 | 144 |
| buffers and inverters | 52 | 92 |
| flip-flops | 39 | 39 |
| multiplexers | 10 | 10 |
| adder cells (fa/ha/maj) | 28 | 28 |
## how the worst max path moves through the flow
stage            from         endpoint  cells past startpoint
CTS           INT2[0]  G[28]$_DFFE_PP_                     10
global route  INT2[0]  G[24]$_DFFE_PP_                     10
finish        INT2[0]  G[24]$_DFFE_PP_                     10
## registers in the layout, indices dropped and copies added, names as in the netlist
register	flops
z4	1
STREAM	8
y	1
x	1
z3	1
READY	1
z5	1
G	25
## worst max-delay path: stages
cell and delay, ns:
clkdlybuf4s50_1 0.51, inv_1 0.10, ha_1 0.27, nor2b_1 0.14, o31a_1 0.28, o21ai_0 0.61
nand4_1 0.39, a211oi_1 0.34, xnor2_1 0.14, o21ai_0 0.11
## through the flow
stage | worst slack (ns) | cell area (um^2) | instances | hold WS, ns | util [%]
6_report | 1.91 | 4410 | 629 | 0.516 | 36.7
2_1_floorplan | 2.65 | 3690 | 442 | 0.474 | -
5_1_grt | 1.71 | 4410 | 629 | 0.548 | 36.7
3_3_place_gp | 1.62 | 4260 | 621 | 0.508 | 35.5
4_1_cts | 1.91 | 4410 | 629 | 0.516 | 36.7
3_5_place_dp | 1.61 | 4260 | 621 | 0.509 | 35.5
## per-layer routing
| metal | routed length, um | track usage (%) |
|---|---|---|
| met2 | 4660 | 26.3 |
| met4 | 187 | 2.93 |
| met1 | 5080 | 27.8 |
| met3 | 774 | 3.60 |
| met5 | 0 | 0 |
## report_power, final
part	internal [uW]	total (uW)	switching, uW
combinational	527	1250	722
sequential	500	687	187
clock	156	272	117
total	1180	2210	1030
Power figures rest on the tool's default switching activity, not on a simulated workload.
