`flow/design.v`:
```
`timescale 1ns / 1ps
module lab4_2(
			input[2:0] studentID,
			input[2:0] credit,
			input [1:0] mode,
			input  incTime,
			input CLK, 
			output reg [4:0]  stime,
			output reg  [2:0] idOutput,
			output reg endOfListWar,
			output reg  [3:0] studentCount,
			output reg  [6:0] totalCredits
	);
	reg [0:14]students[1:7];
	always @(posedge CLK) 
	begin
	if (incTime == 1)
	begin
		if(stime < 24)
		begin
		stime = stime +1;
		end
		if(stime == 24)
		begin
		stime = 0;
		end
		if (students[1][0:2] == 3'b001)
		begin
		students[1][10:14] = 5'b00000;
		end
		if (students[2][0:2] == 3'b010)
		begin
		students[2][10:14] = 5'b00000;
		end
		if (students[3][0:2] == 3'b011)
		begin
		students[3][10:14] = 5'b00000;
		end
		if (students[4][0:2] == 3'b100)
		begin
		students[4][10:14] = 5'b00000;
		end
		if (students[5][0:2] == 3'b101)
		begin
		students[5][10:14] = 5'b00000;
		end
		if (students[6][0:2] == 3'b110)
		begin
		students[6][10:14] = 5'b00000;
		end
		if (students[7][0:2] == 3'b111)
		begin
		students[7][10:14] = 5'b00000;
		end
	end
	else if (mode==0)
	begin
		if (students[studentID[2]*4 + studentID[1]*2 + studentID[0]][0:2] != studentID && studentID[2]*4 + studentID[1]*2 + studentID[0] != 0)
		begin
		students[studentID[2]*4 + studentID[1]*2 + studentID[0]][0:2] = studentID;
		students[studentID[2]*4 + studentID[1]*2 + studentID[0]][3:8] = 6'b000000;
		students[studentID[2]*4 + studentID[1]*2 + studentID[0]][9] = 0;
		students[studentID[2]*4 + studentID[1]*2 + studentID[0]][10:14] = 5'b00000;
		studentCount = studentCount + 1;
		end
		idOutput = 0;
		endOfListWar = 0;
		students[1][9] = 0;
		students[2][9] = 0;
		students[3][9] = 0;
		students[4][9] = 0;
		students[5][9] = 0;
		students[6][9] = 0;
		students[7][9] = 0;
	end
	else if (mode==1)
	begin
		if (students[studentID[2]*4 + studentID[1]*2 + studentID[0]][0:2] == studentID && students[studentID[2]*4 + studentID[1]*2 + studentID[0]][8] + students[studentID[2]*4 + studentID[1]*2 + studentID[0]][7]*2 + students[studentID[2]*4 + studentID[1]*2 + studentID[0]][6]*4 + students[studentID[2]*4 + studentID[1]*2 + studentID[0]][5]*8 + students[studentID[2]*4 + studentID[1]*2 + studentID[0]][4]*16 + students[studentID[2]*4 + studentID[1]*2 + studentID[0]][3]*32 > credit[2]*4 + credit[1]*2 + credit[0])
		begin
		students[studentID[2]*4 + studentID[1]*2 + studentID[0]][3:8] = students[studentID[2]*4 + studentID[1]*2 + studentID[0]][3:8] - credit;
		totalCredits = totalCredits - credit;
		students[studentID[2]*4 + studentID[1]*2 + studentID[0]][10:14] = students[studentID[2]*4 + studentID[1]*2 + studentID[0]][10:14] + credit;
		end
		idOutput = 0;
		endOfListWar = 0;
		students[1][9] = 0;
		students[2][9] = 0;
		students[3][9] = 0;
		students[4][9] = 0;
		students[5][9] = 0;
		students[6][9] = 0;
		students[7][9] = 0;
	end
	else if (mode==2)
	begin
		if (students[1][0:2] == 3'b001 && students[1][14] + students[1][13]*2 + students[1][12]*4 + students[1][11]*8 + students[1][10]*16 < 5)
		begin
		students[1][3:8] = students[1][3:8] + credit;
		totalCredits = totalCredits + credit;
		end
		if(students[1][14] + students[1][13]*2 + students[1][12]*4 + students[1][11]*8 + students[1][10]*16 > 4)
		begin
		students[1][10:14] = 5'b00000;
		end
		if (students[2][0:2] == 3'b010 && students[2][14] + students[2][13]*2 + students[2][12]*4 + students[2][11]*8 + students[2][10]*16 < 5)
		begin
		students[2][3:8] = students[2][3:8] + credit;
		totalCredits = totalCredits + credit;
		end
		if(students[2][14] + students[2][13]*2 + students[2][12]*4 + students[2][11]*8 + students[2][10]*16 > 4)
		begin
		students[2][10:14] = 5'b00000;
		end
		if (students[3][0:2] == 3'b011 && students[3][14] + students[3][13]*2 + students[3][12]*4 + students[3][11]*8 + students[3][10]*16 < 5)	
		begin
		students[3][3:8] = students[3][3:8] +  credit;
		totalCredits = totalCredits + credit;
		end
		if(students[3][14] + students[3][13]*2 + students[3][12]*4 + students[3][11]*8 + students[3][10]*16 > 4)
		begin
		students[3][10:14] = 5'b00000;
		end
		if (students[4][0:2] == 3'b100 && students[4][14] + students[4][13]*2 + students[4][12]*4 + students[4][11]*8 + students[4][10]*16 < 5)	
		begin
		students[4][3:8] = students[4][3:8] + credit;
		totalCredits = totalCredits + credit;
		end
		if(students[4][14] + students[4][13]*2 + students[4][12]*4 + students[4][11]*8 + students[4][10]*16 > 4)
		begin
		students[4][10:14] = 5'b00000;
		end
		if (students[5][0:2] == 3'b101 && students[5][14] + students[5][13]*2 + students[5][12]*4 + students[5][11]*8 + students[5][10]*16 < 5)	
		begin
		students[5][3:8] = students[5][3:8] + credit;
		totalCredits = totalCredits + credit;
		end
		if(students[5][14] + students[5][13]*2 + students[5][12]*4 + students[5][11]*8 + students[5][10]*16 > 4)
		begin
		students[5][10:14] = 5'b00000;
		end
		if (students[6][0:2] == 3'b110 && students[6][14] + students[6][13]*2 + students[6][12]*4 + students[6][11]*8 + students[6][10]*16 < 5)	
		begin
		students[6][3:8] = students[6][3:8] + credit;
		totalCredits = totalCredits + credit;
		end
		if(students[6][14] + students[6][13]*2 + students[6][12]*4 + students[6][11]*8 + students[6][10]*16 > 4)
		begin
		students[6][10:14] = 5'b00000;
		end
		if (students[7][0:2] == 3'b111 && students[7][14] + students[7][13]*2 + students[7][12]*4 + students[7][11]*8 + students[7][10]*16 < 5)	
		begin
		students[7][3:8] = students[7][3:8] + credit;
		totalCredits = totalCredits + credit;
		end
		if(students[7][14] + students[7][13]*2 + students[7][12]*4 + students[7][11]*8 + students[7][10]*16 > 4)
		begin
		students[7][10:14] = 5'b00000;
		end
		idOutput = 0;
		endOfListWar = 0;
		students[1][9] = 0;
		students[2][9] = 0;
		students[3][9] = 0;
		students[4][9] = 0;
		students[5][9] = 0;
		students[6][9] = 0;
		students[7][9] = 0;
	end
	else if (mode==3)
	begin
		if (((students[1][8] + students[1][7]*2 + students[1][6]*4 + students[1][5]*8 + students[1][4]*16 + students[1][3]*32) < (credit[2]*4 + credit[1]*2 + credit[0])) && (students[1][0:2] == 3'b001) && students[1][9] == 0)
		begin
		idOutput[2:0] = students[1][0:2];
		students[1][9] = 1;
		end
		else if (((students[2][8] + students[2][7]*2 + students[2][6]*4 + students[2][5]*8 + students[2][4]*16 + students[2][3]*32) < (credit[2]*4 + credit[1]*2 + credit[0])) && (students[2][0:2] == 3'b010) && students[2][9] == 0)
		begin
		idOutput[2:0] = students[2][0:2];
		students[2][9] = 1;
		end
		else if (((students[3][8] + students[3][7]*2 + students[3][6]*4 + students[3][5]*8 + students[3][4]*16 + students[3][3]*32) < (credit[2]*4 + credit[1]*2 + credit[0])) && (students[3][0:2] == 3'b011) && students[3][9] == 0)
		begin
		idOutput[2:0] = students[3][0:2];
		students[3][9] = 1;
		end
		else if (((students[4][8] + students[4][7]*2 + students[4][6]*4 + students[4][5]*8 + students[4][4]*16 + students[4][3]*32) < (credit[2]*4 + credit[1]*2 + credit[0])) && (students[4][0:2] == 3'b100) && students[4][9] == 0)
		begin
		idOutput[2:0] = students[4][0:2];
		students[4][9] = 1;
		end
		else if (((students[5][8] + students[5][7]*2 + students[5][6]*4 + students[5][5]*8 + students[5][4]*16 + students[5][3]*32) < (credit[2]*4 + credit[1]*2 + credit[0])) && (students[5][0:2] == 3'b101) && students[5][9] == 0)
		begin
		idOutput[2:0] = students[5][0:2];
		students[5][9] = 1;
		end
		else if (((students[6][8] + students[6][7]*2 + students[6][6]*4 + students[6][5]*8 + students[6][4]*16 + students[6][3]*32) < (credit[2]*4 + credit[1]*2 + credit[0])) && (students[6][0:2] == 3'b110) && students[6][9] == 0)
		begin
		idOutput[2:0] = students[6][0:2];
		students[6][9] = 1;
		end
		else if (((students[7][8] + students[7][7]*2 + students[7][6]*4 + students[7][5]*8 + students[7][4]*16 + students[7][3]*32) < (credit[2]*4 + credit[1]*2 + credit[0])) && (students[7][0:2] == 3'b111) && students[7][9] == 0)
		begin
		idOutput[2:0] = students[7][0:2];
		students[7][9] = 1;
		end
		else
		begin
		idOutput = 0;
		endOfListWar = 1;
		end
	end
	end
endmodule
```
`flow/constraint.sdc`:
```
current_design lab4_2

set clk_period 9.6
set clk_io_pct 0.2

create_clock -name clk0 -period $clk_period [get_ports {CLK}]

set non_clock_inputs [all_inputs -no_clocks]
set_input_delay [expr $clk_period * $clk_io_pct] -clock clk0 $non_clock_inputs
set_output_delay [expr $clk_period * $clk_io_pct] -clock clk0 [all_outputs]
```
`flow/run.sh`:
```
#!/bin/bash
# OpenROAD 26Q1-2900-gdf79404cd8, Yosys 0.63+post, stock flow scripts
make -C /OpenROAD-flow-scripts/flow DESIGN_CONFIG=/design/flow/config.mk WORK_HOME=/design/flow/orfs finish
```
`flow/config.mk`:
```
export PLATFORM = sky130hd
export DESIGN_NAME = lab4_2
export DESIGN_NICKNAME = lab4_2
export VERILOG_FILES = /design/flow/design.v
export SDC_FILE = /design/flow/constraint.sdc
export NUM_CORES = 4
export LEC_CHECK = 1
export CORE_UTILIZATION = 50
```
==> flow_summary_export.csv <==
group,metric,value,unit
route,wl_per_cell,21.4,µm
synth,synth_top_cell_by_count,"nor2_1",
clocking,htree_levels,4,
final_layout,area_growth,11.4,%
flow_run,tool_warnings,53,
timing,worst_pin_slew,0.931,ns
placed_design,placedInstanceArea,0.0114,mm²
placed_design,io_buffers,29,
grt,grt_max_degree,59,
synth,synthArstFlopShare,0,%
synth,yosys.area.top_type,"edfxtp_1",
clocking,postCtsResizedCells,0,
route,drt_wl_total,31.5,mm
placed_design,dp_hpwl,22.9,mm
power_and_ir_drop,pwr_density_cell,153,mW/mm²
critical_path,required,9.77,ns
synth,yosys_area,0.0108,mm²
power_and_ir_drop,swShare,32.3,%
power_and_ir_drop,vdd_drop_max,0.113,mV
route,met1_length,13.6,mm
timing,slew-limit-headroom,37.4,%
power_and_ir_drop,pwr-share-seq,40.2,%
critical_path,crit_path_max_fanout,24,
final_layout,drive_above_1_share,9.77,%
timing,finalClockPeriodUsage,94.1,%
synth,ys_cells,1156,
critical_path,startpoint_type,"primary input",
grt,grt_pass1_vias,8591,
grt,grt_pass1_wl,49.1,mm
clocking,clockBufferDepth,2,
synth,edf_count,136,
timing,final-hold-violation-count,0,
critical_path,cp.arrival,9.21,ns
power_and_ir_drop,p_comb_share,22.8,%
power_and_ir_drop,power_frac_clock,37.1,%
timing,setup_violations,0,
timing,max_clock_freq,111,MHz
clocking,clk_pin_slew,0.07,ns
route,dr.pass1.iters,5,
timing,hold_slack,0.590,ns
floorplan,io-pin-count,30,
timing,grt_setup_unrepaired,"no",
route,ant_nets,0,
clocking,cts_setup_buffers,0,
synth,area_leaders,"edfxtp_1 (38%), ha_1 (9.5%), nor2_1 (5.7%), a21oi_1 (4.2%), nand2_1 (3.4%)",
synth,ys.flops,136,
route,top_layer,"met4",
critical_path,path_buffers,2,
timing,fin_crit,9.04,ns
timing,slew_violations,0,
flow_run,drv_cap,0,
grt,antenna_found_initial,0,
clocking,root_buffer,"clkbuf_16",
final_layout,nFillCells,1873,
clocking,clock_sinks,136,
floorplan,die-area,0.0222,mm²
critical_path,critPathSlowestCell,"fa_1",
critical_path,path_delay_family,"adder cells",
clocking,cts_tree,"yes",
route,route.met3.wl,3.02,mm
floorplan,die_w,149,µm
synth,yosysSeqAreaShare,37.9,%
worst_hold_path,hold_class,"register to register",
floorplan,num_rows,53,
synth,synth_area,0.0108,mm²
critical_path,path_class,"primary input to register",
final_layout,fin_util,57.0,%
route,dr_wl_met2,13.9,mm
clocking,numCtsBuffers,17,
synth,ff_type,"edfxtp_1",
floorplan,initial_core_util,51.1,%
synth,synth-warning-count,2,
synth,synth_cells,1156,
synth,ys_types,85,
power_and_ir_drop,p_leak,4.64,nW
clocking,worstSkewPairLatency,0.43,ns
synth,common_cells,"nor2_1 (164), edfxtp_1 (136), nand2_1 (97)",
grt,grtUsageTotal,31.6,%
grt,grt_remaining_overflow,0,
critical_path,crit_path_end_kind,"register",
power_and_ir_drop,internal_power,0.00125,W
route,n_antenna_cell,0,
critical_path,cp_slowest_stage_delay,0.51,ns
synth,avgSynthCellArea,9.33,µm²
power_and_ir_drop,p_sw,0.000595,W
route,drt_iter0_markers,500,
synth,top_area_share,37.9,%
placed_design,routabilityCongestion,0.936,
floorplan,core-area,0.0211,mm²
route,route.detailed.drc,0,
route,vias,9019,
timing,finalSetupTns,0,ns
final_layout,fin_area,0.0120,mm²
timing,finalClockSkew,0.0130,ns
route,avgViaCountPerCell,6.12,
status,status,"finished clean",
floorplan,die_y,149,µm
clocking,cts_hold_buffers,0,
-- final timing paths --
kind / from / to / slack (ns) / cells past startpoint
setup / recovery: credit[0] / totalCredits[6] / 0.56 / 30
setup reg to reg: students[1][1] / totalCredits[6] / 1.71 / 29
hold reg to reg: studentCount[3] / studentCount[3] / 0.59 / 1
hold / removal: studentCount[3] / studentCount[3] / 0.59 / 1
-- power groups by stage --
stage	logic (W)	registers, W	clock network, W
4_1_cts	0.000415	0.000741	0.000692
5_1_grt	0.000468	0.000746	0.000716
6_report	0.000419	0.000741	0.000683
-- logic make-up after synthesis --
kind of cell / Yosys count / synth area share (%)
and+or+nand+nor: 416 / 18.2
AOI/OAI and AO/OA: 303 / 18.5
muxes: 35 / 3.57
adders and majority gates: 99 / 12.7
DFF: 136 / 37.9
xor gates and xnor gates: 51 / 4.58
other: 1 / 0.0348
buffers and inverters: 115 / 4.55
-- cell usage in the layout (no fill, tap or decap), types with 25 or more instances in the layout --
cell type	instances
edfxtp_1	136
inv_1	61
a221oi_1	28
nand2_1	97
ha_1	80
clkdlybuf4s50_1	27
o21ai_0	56
xnor2_1	26
a21oi_1	91
nor2_1	164
buf_4	32
nor3_1	31
a211oi_1	25
-- sequential cells by signal, summed over array words and instances (netlist names) --
register and flops:
idOutput 3, students 116, endOfListWar 1, studentCount 4, stime 5, totalCredits 7
-- metrics by stage --
stage                     worst slack (ns)  std cells  power [W]
final                                0.564       1473    0.00184
after CTS                            0.611       1473    0.00185
after global routing                 0.115       1473    0.00193
after detailed placement             0.183       1441    0.00116
after global placement               0.252       1441    0.00116
after floorplan                       1.12       1158    0.00102
-- layer usage --
metal | GRT usage [%] | up-vias
met5 | 0 | -
met4 | 7.76 | 0
met3 | 11.2 | 58
met2 | 45.9 | 358
met1 | 47.7 | 4267
li1 | - | 4336
-- final cells by class --
class,instances,area (µm²),share of cell area [%]
repair buffers,61,520,4.33
inverters,62,233,1.94
clock inverters,15,181,1.51
multi-input cells,907,6220,51.8
clock buffers,17,425,3.54
flip-flops and latches,136,4080,34.0
well taps,275,344,2.86
Power and IR drop assume default switching activity.
